**flow/config.mk**
```make
export PLATFORM = sky130hd
export DESIGN_NAME = ALU
export DESIGN_NICKNAME = ALU
export VERILOG_FILES = /design/flow/design.v
export SDC_FILE = /design/flow/constraint.sdc
export NUM_CORES = 4
export LEC_CHECK = 1
export CORE_UTILIZATION = 40
```
**flow/constraint.sdc**
```tcl
current_design ALU

set clk_period 20.3
set clk_io_pct 0.2

create_clock -name clk0 -period $clk_period

set non_clock_inputs [all_inputs -no_clocks]
set_input_delay [expr $clk_period * $clk_io_pct] -clock clk0 $non_clock_inputs
set_output_delay [expr $clk_period * $clk_io_pct] -clock clk0 [all_outputs]
```
**flow/run.sh**
```bash
#!/bin/bash
# OpenROAD 26Q1-2900-gdf79404cd8, Yosys 0.63+post, stock flow scripts
make -C /OpenROAD-flow-scripts/flow DESIGN_CONFIG=/design/flow/config.mk WORK_HOME=/design/flow/orfs finish
```
**flow/design.v**
```verilog
`timescale 1ns/1ps
module ALU(
  input wire [31:0] aluIn1,
  input wire [31:0] aluIn2,
  input wire [3:0] aluControl,
  input wire [4:0] shamt,
  output reg [31:0] aluResult,
  output reg zero
);
  initial begin
    zero = 1'b0;
  end
  always @(aluControl or aluIn1 or aluIn2) begin
    case (aluControl)
      4'b0000: aluResult <= aluIn1 & aluIn2;  
      4'b0001: aluResult <= aluIn1 | aluIn2;  
      4'b0010: aluResult <= aluIn1 + aluIn2;  
      4'b0110: aluResult <= aluIn1 - aluIn2;  
      4'b0111: aluResult <= ($signed(aluIn1) < $signed(aluIn2)) ? 1 : 0;  
      4'b1001: aluResult <= aluIn2 << shamt;  
      4'b1010: aluResult <= aluIn2 >> shamt;  
      4'b1011: aluResult <= aluIn1 ^ aluIn2;  
      4'b1100: aluResult <= ~(aluIn1 | aluIn2);  
      default: aluResult <= 32'b0;
    endcase
    zero = (aluIn2 == aluIn1) ? 1 : 0;  
  end
endmodule
```
==> impl_metrics.tcl <==
# place-and-route summary
set metrics [dict create \
    seq_area_frac_synth_pct 0 \
    dp_hpwl_um 31530 \
    period_used_pct 61.74 \
    critical_path_arrival_ps 8470 \
    place_congestion 1.072 \
    status "completed" \
    p_per_area_nw_per_um2 28.82 \
    viasPerCell 6.506 \
    final-hold-violation-count 0 \
    netlist_area_sq_um 8377 \
    drt-pass1-iter-count 5 \
    tns_ps 0 \
    drtIter0Drc 938 \
    pwr-share-comb_pct 100.0 \
    final_cells 1541 \
    worstPathRequired_ps 16240 \
    grt_util_all_layers_pct 36.61 \
    start_kind "input port" \
    worst_slew_pin_slew_ps 807.7 \
    post_cts_buffers 0 \
    hold_buffers 0 \
    antenna_found_initial 0 \
    rsz0062_at_grt "false" \
    flops 0 \
    total_power_uw 270.2 \
    path_common_cell "clkdlybuf4s50_1" \
    warnings 96 \
    fp_util_pct 41.13 \
    synth.distinct_cells 86 \
    grt_pass1_vias 9113 \
    grt_pass1_wl_um 58030 \
    wirelength_um 39450 \
    power.internal_uw 105.6 \
    relSlewSlack_pct 45.95 \
    die-area_sq_um 21530 \
    fp.dieW_um 146.7 \
    io_pins 106 \
    final_layout_size_suffix_gt1_share_pct 7.002 \
    yosysWarningCount 1 \
    core_sq_um 20360 \
    postSynthCellCount 1242 \
    area_growth_pct 11.89 \
    ff_latch_area_sq_um 0 \
    cts_resized 0 \
    ir_drop_mv 0.01315 \
    critPathKind "input port to output pin" \
    crit_chain "clkdlybuf4s50_1, inv_1, ha_1, nor3_4, o31ai_1, a211oi_2, nor4_1, o31a_2, o41ai_4, o21ai_0, xor2_1, a21o_1, clkdlybuf4s50_1" \
    hold_path_class "input port to output pin" \
    antenna_cells_inserted 0 \
    cp-end-kind "output pin" \
    synth.avg_cell_area_sq_um 6.745 \
    timing.fmax_mhz 79.79 \
    p_seq_share_pct 0 \
    slowest_delay_ps 740 \
    min_period_ps 12530 \
    fp-row-count 52 \
    grt_max_degree 66 \
    overflow 0 \
    cpMaxStageDelayCell "clkdlybuf4s50_1" \
    p_clk_share_pct 0 \
    drc_errors 0 \
    setup_viol 0 \
    clock_buffers 0 \
    yosysChipArea_sq_um 8377 \
    ant_nets 0 \
    crit_fanout 10 \
    worst-path-buf-inv 3 \
    routedWlPerCell_um 25.60 \
    yosys-stat-cells 1242 \
    dp_cells 1541 \
    cp_top_family "AND-OR/OR-AND gates" \
    power.leakage_nw 3.857 \
    die_h_um 146.7 \
    final_max_slew_viol_count 0 \
    via_count 10030 \
    max-cap-violations 0 \
    swShare_pct 60.92 \
    power.switching_uw 164.6 \
    port_buffers 106 \
]
routing by layer:
metal  part of all wire (%)  vias to the layer above  GRT usage, %
li1                       -                     4670             -
met5                      0                        -             0
met2                     42                      597         54.22
met1                     43                     4649         51.25
met3                    7.5                      109         3.772
met4                    7.5                        0         22.86
kinds of logic after synthesis:
group | share of synthesized area (%)
compound gates | 37.30
simple gates | 20.67
xor+xnor | 2.614
mux | 13.83
fa+ha+maj | 14.82
buf+inv | 10.77
cells in the final DEF, fill, tap and decap left out, types with 21 or more instances in the layout:
cell | netlist | final
nor2_1 | 142 | 141
a21oi_1 | 115 | 115
o21ai_0 | 105 | 105
nand2_1 | 105 | 105
clkdlybuf4s50_1 | 0 | 102
ha_1 | 96 | 96
inv_1 | 92 | 92
mux2i_1 | 46 | 46
mux4_2 | 22 | 22
nor3_1 | 21 | 21
synthesized netlist by cell type (12+ instances only):
cell      count  area, sq um
a211oi_1     16        120.1
a21o_1       17        127.6
a21oi_1     115        575.6
a221o_1      12        120.1
a221oi_1     16        140.1
a31oi_1      12        75.07
buf_2        22        110.1
clkbuf_1     47        176.4
ha_1         96         1201
inv_1        92        345.3
mux2_2       18        202.7
mux2i_1      46        460.4
mux4_2       22        495.5
nand2_1     105        394.1
nand2b_1     18        112.6
nand3_1      20        100.1
nand4_1      12        75.07
nor2_1      142        533.0
nor3_1       21        105.1
nor4_1       16        100.1
o211ai_1     20        150.1
o21ai_0     105        525.5
o21bai_1     15        112.6
o22ai_1      12        75.07
o31ai_1      15        112.6
xnor2_1      20        175.2
final cells by class:
class | count | area (sq um)
fill | 2166 | 10990
inverter | 96 | 360.3
multi-input combinational | 1051 | 7498
tap | 270 | 337.8
timing repair buffer | 124 | 1176
final timing paths:
kind | from | depth (start not counted) | endpoint | slack [ps]
worst min-delay path | aluControl[2] | 7 | aluResult[7] | 9340
worst max-delay path | aluIn2[1] | 13 | aluResult[23] | 7770
per-stage QoR:
stage | utilization (%) | hold slack [ps] | setup WS [ps] | instance area [sq um]
2_1_floorplan | - | 8222 | 9763 | 8377
3_3_place_gp | 46.02 | 9329 | 7964 | 9373
3_5_place_dp | 46.02 | 9319 | 7950 | 9373
4_1_cts | 46.02 | 9340 | 7935 | 9373
5_1_grt | 46.02 | 9415 | 7566 | 9373
6_report | 46.02 | 9335 | 7767 | 9373
tightest hold or removal path: stages:
cell and delay, ps:
buf_2 100, buf_4 290, nand3_1 140, nand2_1 60, xnor2_1 120, o21ai_0 70, clkdlybuf4s50_1 400
power groups by stage:
stage,logic (mW),clock network [mW],registers (mW)
CTS,0.264,0,0
global route,0.288,0,0
finish,0.270,0,0
Power and IR drop assume default switching activity.
