[./design.v]
`timescale 1ns/1ps
module IDEX(
  input wire clk, stall, branch, regDat,
  input wire regWrite, memToReg,
  input wire memWrite, memRead,
  input wire aluSrc,
  input wire [2:0] ALUop,
  input wire [31:0] in_address, readData1, readData2, signExtend,
  input wire [4:0] in_rs, in_rt, in_rd,
  output reg out_branch, out_regDat, out_RW, out_memToReg,
  output reg out_MW, out_MR, out_aluSrc,
  output reg [2:0] out_ALUop,
  output reg [31:0] out_address, out_readData1, out_readData2, out_signExtend,
  output reg [4:0] out_rs, out_rt, out_rd
);
  always @(posedge clk) begin
    if(!stall) begin
      out_address <= in_address;
      out_readData1 <= readData1;
      out_readData2 <= readData2;
      out_signExtend <= signExtend;
      out_rs <= in_rs;
      out_rt <= in_rt;
      out_rd <= in_rd;
      out_ALUop <= ALUop;
      out_MW <= memWrite;
      out_MR <= memRead;
      out_aluSrc <= aluSrc;
      out_branch <= branch;
      out_regDat <= regDat;
      out_RW <= regWrite;
      out_memToReg <= memToReg;
    end
    else if(stall) begin
      out_address <= 0;
      out_readData1 <= 0;
      out_readData2 <= 0;
      out_signExtend <= 0;
      out_rs <= 0;
      out_rt <= 0;
      out_rd <= 0;
      out_ALUop <= 0;
      out_MW <= 0;
      out_MR <= 0;
      out_aluSrc <= 0;
      out_branch <= 0;
      out_regDat <= 0;
      out_RW <= 0;
      out_memToReg <= 0;
    end
  end
endmodule
[./run.sh]
#!/bin/bash
# OpenROAD 26Q1-2900-gdf79404cd8, Yosys 0.63+post, stock flow scripts
make -C /OpenROAD-flow-scripts/flow DESIGN_CONFIG=/design/flow/config.mk WORK_HOME=/design/flow/orfs finish
[./config.mk]
export PLATFORM = sky130hd
export DESIGN_NAME = IDEX
export DESIGN_NICKNAME = IDEX
export VERILOG_FILES = /design/flow/design.v
export SDC_FILE = /design/flow/constraint.sdc
export NUM_CORES = 4
export LEC_CHECK = 1
export CORE_AREA = 10 10 166 166
export DIE_AREA = 0 0 176 176
[./constraint.sdc]
current_design IDEX

set clk_period 1.0
set clk_io_pct 0.2

create_clock -name clk0 -period $clk_period [get_ports {clk}]

set non_clock_inputs [all_inputs -no_clocks]
set_input_delay [expr $clk_period * $clk_io_pct] -clock clk0 $non_clock_inputs
set_output_delay [expr $clk_period * $clk_io_pct] -clock clk0 [all_outputs]
==> flow_summary.toml <==
# implementation run metrics
[global_routing]
gr-total-overflow = 0
grt_util_met3_pct = 5.68
top_usage_layer = "met2"
overall_global_routing_usage_pct = 9.37
antenna_found_initial = 0
largest_net_degree_at_the_start_of_global_routing = 30
grtUsageMet2_pct = 13.9
global_route.usage.met1_pct = 11.8
grt_pass1_wl_um = 21900
first_global_vias = 3326

[floorplanning]
placement_rows = 57
die_height_um = 176
initial_core_util_pct = 19.1
num_io_pins = 308
core_area_um2 = 24100
die_x_um = 176
chipArea_um2 = 31000

[final_timing]
final.period_utilization_pct = 107
fin_tns_setup_ns = -1.79
setup_viol = 136
postLayoutSetupSlackWorst_ns = -0.0688
worstMarginPinSlew_ns = 0.260
max_slew_margin_pct = 82.7
unrepaired_setup_endpoints_after_global_routing = "true"
timing_hold_violations_final = 0
max_freq_mhz = 936
finalCriticalPeriod_ns = 1.07
report.final.slew_viol_count = 0

[yosys]
synthesis.instances = 323
largest_area_cell = "dfxtp_1"
synth_stat.cells = 323
and_or_nand_nor_cells_area_fraction_pct = 28.8
mappedNetlistArea_um2 = 4600
post-synth-top-area-fraction_pct = 66.6
synth.yosys.seq_area_share_pct = 66.6
synthAdderAreaFrac_pct = 0
synth.top_cells.by_area = "dfxtp_1, nor2b_4, nor2b_1"
synthTopLogicFamily = "simple AND/OR/NAND/NOR gates"
synth-seq-cells = 153
synthDistinctLibCells = 7
xor_share_pct = 0
synth.cellmix.compoundShare_pct = 0
ys_warn_count = 1
post_synth.cell_area_avg_um2 = 14.2
yosys.stat.chipArea_um2 = 4600
mux_area_share_pct = 0

[cts]
cts.clk_slew.worst_paths_ns = 0.06
tritoncts = "done"
cts_h_tree_lvls = 4
cts.sinks = 153
ctsResizeCount = 526
post_cts.repair.setup_buffers = 0
post_cts_hold_buffer_count = 0
cts-buffers-inserted = 17
cts_root_buffer = "clkbuf_16"
ctsLongestPathBuffers = 2

[power_and_ir_drop]
vdd.ir_drop.worst_v = 0.000920
cellPowerDensity_nw_per_um2 = 1840
total_leakage_power_nw = 3.53

[hold_path]
worstHoldPathType = "input port to flip-flop"

[worst_setup_path]
cp_num_cells = 1
worstSetupStartpointType = "flip-flop"
path_buffers = 1
cp-endpoint = "out_readData1[14]"
critPathSlowestCell = "dfxtp_4"
crit_chain = "buf_6"
timing.critical_path.from = "out_readData1[14]"
worst-setup-path-type = "flip-flop to primary output"
cell_family_with_the_largest_share_of_critical_path_delay = "flip-flops"
critical_path.endpoint_type = "primary output"
timing.critical_path.slowest_cell_delay_ns = 0.36
critical_path.max_fanout = 1
crit_required_ns = 0.80
cp_data_arrival_time_ns = 0.87

[routing]
antenna_left = 0
wl_per_cell_um = 15.5
remaining_drc_errors = 0
postRouteWirelength_um = 15200
diode_insertion_count_for_antenna_repair = 0
via_per_inst = 3.32
firstDrtPassIters = 4
via_count = 3251
first_iter_violations = 161

[layout]
fin_util_pct = 32.8
final_area_um2 = 7920
layout.cells.non_filler = 979
drive_above_1_share_pct = 44.9
mostFrequentLayoutCell = "clkdlybuf4s50_1"
layout_top_cells = "clkdlybuf4s50_1, buf_2, dfxtp_1"
area_delta_synth_final_pct = 72.0

[placed_design]
port_buffers = 307
dp_cells = 947
globalplace.congestion = 0.760
place_area_um2 = 7970
hpwlAfterDp_um = 12000

[run]
max_cap_viol_count = 0
tool_warnings = 27

[status]
failed_checks = "negative setup slack"
run_status = "complete, but fails checks"
[synth_stat cells]
library cell,instances
nor2b_4,39
nor2b_2,31
nor2b_1,83
buf_6,1
dfxtp_1,153
buf_2,8
buf_12,8
[stage by stage]
stage / setup slack, ns / power, W / hold slack [ns]
4_1_cts: -0.117 / 0.0148 / 0.133
3_5_place_dp: -0.120 / 0.00838 / 0.587
3_3_place_gp: -0.131 / 0.00837 / 0.579
2_1_floorplan: 0.228 / 0.00705 / 0.328
6_report: -0.0688 / 0.0145 / 0.153
5_1_grt: -0.124 / 0.0153 / 0.161
[cell families after synthesis]
family / count (synthesis)
DFF: 153
buffers and inverters: 17
and+or+nand+nor: 153
[where the power goes]
part	internal (W)	switching (W)
clock	0.00396	0.00264
sequential	0.00643	0.0000739
combinational	0.00103	0.000393
[flip-flops by register name, summed over array words and instances, names as in the netlist, 3 cells and up]
register	count
out_address	32
out_readData1	32
out_readData2	32
out_signExtend	32
out_rd	5
out_rs	5
out_rt	5
out_ALUop	3
[layer usage]
metal / wire length [µm] / part of all wire [%]
met5: 0 / 0
met4: 215 / 1.4
met3: 2150 / 14
met2: 6460 / 42
met1: 6400 / 42
[cell type report]
class	instances	area, µm²
clock buffer	19	433
clock inverter	13	168
fill	2530	16200
multi-input combinational	153	1330
sequential	153	3100
tap	324	405
timing repair buffer	317	2480
[worst min-delay path by stage]
stage	start	end	slack (ns)	depth (start not counted)
4_1_cts	stall	out_readData1[31]	0.13	2
5_1_grt	stall	out_signExtend[6]	0.16	2
6_report	stall	out_readData1[31]	0.15	2
Power and IR drop assume default switching activity.
