$ cat /design/flow/config.mk
export PLATFORM = sky130hd
export DESIGN_NAME = RegisterFile
export DESIGN_NICKNAME = RegisterFile
export VERILOG_FILES = /design/flow/design.v
export SDC_FILE = /design/flow/constraint.sdc
export NUM_CORES = 4
export LEC_CHECK = 1
export CORE_UTILIZATION = 50
$ cat /design/flow/constraint.sdc
current_design RegisterFile

set clk_period 7.1
set clk_io_pct 0.2

create_clock -name clk0 -period $clk_period [get_ports {clk}]

set non_clock_inputs [all_inputs -no_clocks]
set_input_delay [expr $clk_period * $clk_io_pct] -clock clk0 $non_clock_inputs
set_output_delay [expr $clk_period * $clk_io_pct] -clock clk0 [all_outputs]
$ cat /design/flow/run.sh
#!/bin/bash
# OpenROAD 26Q1-2900-gdf79404cd8, Yosys 0.63+post, stock flow scripts
make -C /OpenROAD-flow-scripts/flow DESIGN_CONFIG=/design/flow/config.mk WORK_HOME=/design/flow/orfs finish
$ cat /design/flow/design.v
`timescale 1ns/1ps
module RegisterFile(
  input clk,
  input regWrite,
  input [4:0] readRegister1,
  input [4:0] readRegister2,
  input [4:0] writeRegister,
  input [31:0] writeData,
  output reg [31:0] readData1,
  output reg [31:0] readData2
);
  reg [31:0] Registers [0:31];  
  initial begin  
    Registers[0] <= 32'b0;  
    Registers[4] <= 32'b1;  
    Registers[5] <= 32'b1000;  
    Registers[6] <= 32'b0;  
    Registers[7] <= 32'b0;  
    Registers[8] <= 32'b10000;  
    Registers[9] <= 32'b1000;  
    Registers[10] <= 32'b100;  
    Registers[11] <= 32'b10000;  
    Registers[12] <= 32'b1010;  
    Registers[13] <= 32'b10101;  
    Registers[14] <= 32'b1010;  
    Registers[15] <= 32'b0101;  
    Registers[16] <= 32'b0;  
    Registers[17] <= 32'b0;  
    Registers[18] <= 32'b0;  
    Registers[19] <= 32'b0;  
    Registers[20] <= 32'b0;  
    Registers[21] <= 32'b0;  
    Registers[22] <= 32'b0;  
    Registers[23] <= 32'b0;  
    Registers[24] <= 32'b11;  
    Registers[25] <= 32'b0101;  
  end
  always @(readRegister1 or readRegister2) begin
    readData1 <= (readRegister1 == 0) ? 32'b0 : Registers[readRegister1];  
    readData2 <= (readRegister2 == 0) ? 32'b0 : Registers[readRegister2];  
  end
  always @(negedge clk) begin  
    if(regWrite) begin  
      Registers[writeRegister] <= writeData;  
    end
  end
endmodule
==> out/metrics.yaml <==
drt:
  drc: 0
  met3_length_mm: 29.7
  drt_iter0_drc: 1828
  wl_mm: 153
  ant_nets: 0
  drtPass1Iterations: 5
  met2_length_mm: 72.1
  routedWlPerCell_um: 30.9
  wl_met1_mm: 45.4
  top_layer: "met5"
  vias: 30300
  viasPerCell: 6.12
grt:
  antenna_found_initial: 4
  grt_max_degree: 75
  grt_remaining_overflow: 0
  grt_pass1_wl_mm: 220
  grt_usage_pct: 37.2
  grt_pass1_vias: 35400
logic_synthesis:
  top_area_cell: "edfxtp_1"
  syn-mean-instance-area_um2: 20.6
  area_leaders: "edfxtp_1 (65%), mux4_2 (22%), mux2i_1 (3.4%)"
  ys.flop_type: "edfxtp_1"
  ys_seq_share_pct: 65.3
  synth_cell_type_count: 40
  synth_top_area_share_pct: 65.3
  synth_cells: 2291
  synth_flops: 1024
  synth-edff-count: 1024
  post_synth_instance_area_mm2: 0.0471
  async_reset_ff_share_pct: 0
  synth_warnings: 1
  yosys_area_mm2: 0.0471
  ys_cells: 2291
cells_and_area:
  final_common_cell: "inv_1"
  final_area_mm2: 0.0611
  largest_register_ffs: 1024
  fillers: 6049
  top_regs: "Registers: 1024 flops"
  finalNonFillerCells: 4948
  drive_above_1_share_pct: 32.9
  final_cell_mix: "inv_1 (1048), edfxtp_1 (1024), mux4_2 (465)"
  area_delta_synth_final_pct: 29.7
  top_register: "Registers"
clock_network:
  cts.path.max_buffers: 3
  root_buffer: "clkbuf_16"
  h-tree-depth: 3
  cts_tree: "built"
  cts_made_buffers: 111
  cts.sinks: 1024
  clk_pin_slew_ps: 30
setup_path:
  cp_data_arrival_time_ps: 6150
  crit_path_end_kind: "output port"
  cp_max_fo: 2
  crit_type: "flop to output port"
  cp-start-kind: "flop"
  worst-endpoint-required_ps: 5680
die:
  fp.coreArea_mm2: 0.0933
  fp_util_pct: 50.4
  rows: 112
  dieWidth_um: 309
  pin_count: 113
  die_h_um: 309
  chip_area_mm2: 0.0954
final_timing:
  hold_ws_ps: 3770
  slew_viol_final: 0
  slew_headroom_pct: 14.7
  tightest_slew_ps: 1280
  worst_slack_ps: -472
  hold_viol: 0
  setup_viol: 64
  rsz0062_at_grt: "true"
power_and_ir_drop:
  peakVddDrop_uv: 223
  p_comb_share_pct: 8.3
  clkPwrFrac_pct: 50.3
  seqPwrFrac_pct: 41.3
  p_sw_share_pct: 28.0
  p_leak_nw: 23.7
  p_switching_w: 0.00461
  internal_power_w: 0.0119
  power_density_mw_per_mm2: 270
place:
  place_area_mm2: 0.0517
  dp_hpwl_mm: 88.9
  port-buffer-count: 112
  place_congestion: 0.889
  place_inst: 3704
run_status:
  status: "finished, violations left"
  violations: "setup timing"
flow_run:
  warnings: 1030
  cap_violations: 0
min_path:
  hp-class: "input pin to output port"
## synthesized netlist by cell type, types with 5 or more instances
library cell / instances
a2111oi_2: 8
mux4_2: 465
a221oi_1: 6
buf_4: 28
nand2b_1: 6
o221ai_1: 5
nand3b_1: 7
buf_2: 60
nor4_1: 5
a2111oi_0: 49
a21oi_1: 8
nand2_1: 7
nor3_1: 55
a22oi_1: 16
buf_8: 5
nor2b_1: 13
clkbuf_1: 69
mux2i_1: 160
buf_6: 12
edfxtp_1: 1024
mux2_2: 33
nor2_1: 39
buf_1: 18
o22ai_1: 105
a22o_1: 53
## stage by stage
stage               total power [W]  utilization [%]  setup WS, ps  setup TNS [ps]
floorplan                   0.00839                -          -304          -85010
global placement            0.00897             55.4          -361           -3880
detailed placement          0.00898             55.4          -341           -4360
CTS                          0.0167             65.2          -479          -20000
global route                 0.0174             65.4          -522          -23190
finish                       0.0165             65.4          -472          -18340
## power groups by stage
stage	combinational (W)	sequential, W	clock (W)
4_1_cts	0.00135	0.00681	0.00851
5_1_grt	0.00144	0.00680	0.00919
6_report	0.00137	0.00681	0.00830
## final cells by class
| class | instances | area (um^2) | area share (%) |
|---|---|---|---|
| Sequential cell | 1024 | 30700 | 50.3 |
| Multi-Input combinational cell | 1071 | 17400 | 28.5 |
| Clock inverter | 1117 | 4910 | 8.04 |
| Timing Repair Buffer | 363 | 3570 | 5.85 |
| Clock buffer | 113 | 2830 | 4.63 |
| Tap cell | 1254 | 1570 | 2.57 |
| Inverter | 3 | 11.3 | 0.0184 |
| Antenna cell | 3 | 7.51 | 0.0123 |
## routing by layer
metal | up-vias | track usage, %
met3 | 333 | 34.0
met2 | 2366 | 49.8
li1 | 12800 | -
met5 | - | 4.55
met1 | 14800 | 41.7
met4 | 16 | 15.2
## repair_timing
item | CTS | global route
resized | 493 | 25
pin swaps | 145 | 15
hold buffers | 0 | 0
setup buffers | 19 | 2
endpoints found under the setup margin | 64 | 64
## critical path: stages, from the launching register on
cell      delay [ps]
edfxtp_1         390
mux4_2           480
mux4_2           530
o22ai_2          140
nor3_1            70
buf_4            190
buf_6            110
## logic make-up (layout without fill, tap and decap cells)
logic type	count (synthesis)	after routing	share of synthesized area, %
multiplexers	658	658	26.4
AND/OR/NAND/NOR	149	149	1.63
buffers and inverters	196	1596	2.26
AND-OR/OR-AND	264	264	4.36
other	0	3	0
flip-flops	1024	1024	65.3
## final timing paths
check / from / endpoint / slack (ps) / depth (start not counted)
min: readRegister2[4] / readData2[13] / 3770 / 4
max: Registers[27][1] / readData1[1] / -470 / 6
Power and IR drop assume default switching activity.
